$ cat design/flow/design.v
`default_nettype none
module Day(
    input logic clk, enable, offset, leap_year, reset,
    input logic [3:0] month,
    output logic [5:0] day,
    output logic [5:0] max_days,
    output logic end_of_month);
    numDays daylook(.month(month), .leap_year(leap_year), .days(max_days));
    logic prev_enable, enable_edge;
    logic prev_offset, offset_edge;
    always_ff @(posedge clk) begin
        prev_enable <= enable;
        prev_offset <= offset;
    end
    always_ff @(posedge clk) begin
        if (reset) begin
            day <= 6'd1;
            end_of_month <= 0;
        end
        else if (enable_edge || offset_edge) begin
            if (day >= max_days) begin
                day <= 6'd1;
                end_of_month <= enable_edge;
            end
            else begin
                day <= day + 1;
                end_of_month <= 0;
            end
        end
    end
    assign enable_edge = enable & ~prev_enable;
    assign offset_edge = offset & ~prev_offset;
endmodule
`default_nettype none
module Month(
    input logic clk, reset, end_of_month, offset,
    output logic end_of_year,
    output logic [3:0] month);
     logic prev_enable, enable_edge;
    logic prev_offset, offset_edge;
    always_ff @(posedge clk) begin
        prev_enable <= end_of_month;
        prev_offset <= offset;
    end
    always_ff @(posedge clk) begin
        if (reset) begin
            month <= 4'd1;  
            end_of_year <= 0;
        end
        else if (enable_edge || offset_edge) begin
            if (month >= 4'd12) begin
                month <= 4'd1;  
                end_of_year <= enable_edge;
            end
            else begin
                month <= month + 1;
                end_of_year <= 0;
            end
        end
    end
    assign enable_edge = end_of_month & ~prev_enable;
    assign offset_edge = offset & ~prev_offset;
endmodule
`default_nettype none
module Year (
	input  logic clk,
	input  logic reset,
	input  logic end_of_year,
	input  logic offset,
	output logic [15:0] year,
	output logic leap_year
	);
	logic prev_enable, enable_edge;
    logic prev_offset, offset_edge;
    always_ff @(posedge clk) begin
        prev_enable <= end_of_year;
        prev_offset <= offset;
    end
	always_ff @(posedge clk) begin
		if (reset) begin
			year <= 16'd2025;
		end
		else if (enable_edge || offset_edge) begin
		    if (year > 16'd9999) begin
		        year <= 16'd2025;
		    end
			else begin 
			    year <= year + 1;
			end
		end
	end
	always_comb  leap_year = (((year % 4) == 0) && ((year % 100) != 0)) || ((year % 400) == 0);
    assign enable_edge = end_of_year & ~prev_enable;
    assign offset_edge = offset & ~prev_offset;
endmodule
`default_nettype none
module calendar4 (
	input  logic reset,
	input  logic day_increment,
	input  logic year_increment,
	input  logic month_increment,
	input  logic clock,
	input  logic hour_enable,
	output logic [6:0] day_binary,
	output logic [6:0] LeftYear,
	output logic [6:0] maxDay_binary,
	output logic [6:0] month_binary,
	output logic [6:0] RightYear
	);
	logic [15:0] a;
	logic [3:0] b;
	logic [5:0] c;
	logic end_of_month;
	logic end_of_year;
	logic [5:0] l;
	logic SYNTHESIZED_WIRE_0;
	Day b2v_inst0(
		.clk(clock),
		.enable(hour_enable),
		.offset(day_increment),
		.leap_year(SYNTHESIZED_WIRE_0),
		.reset(reset),
		.month(b),
		.end_of_month(end_of_month),
		.day(c),
		.max_days(l)
	);
	Month b2v_inst1(
		.clk(clock),
		.reset(reset),
		.end_of_month(end_of_month),
		.offset(month_increment),
		.end_of_year(end_of_year),
		.month(b)
	);
	Year b2v_inst2(
		.clk(clock),
		.reset(reset),
		.end_of_year(end_of_year),
		.offset(year_increment),
		.leap_year(SYNTHESIZED_WIRE_0),
		.year(a)
	);
	splitYear b2v_inst3(
		.year_binary(a),
		.leftNum(LeftYear),
		.rightNum(RightYear)
	);
	assign day_binary = c;
	assign maxDay_binary = l;
	assign month_binary = b;
endmodule
`default_nettype none
module numDays(
    input logic [3:0] month,
    input logic leap_year,
    output logic [5:0] days);
    always_comb begin
        case (month)
            4'd1:  days = 6'd31;  
            4'd2:  days = leap_year ? 6'd29 : 6'd28;  
            4'd3:  days = 6'd31;  
            4'd4:  days = 6'd30;  
            4'd5:  days = 6'd31;  
            4'd6:  days = 6'd30;  
            4'd7:  days = 6'd31;  
            4'd8:  days = 6'd31;  
            4'd9:  days = 6'd30;  
            4'd10: days = 6'd31;  
            4'd11: days = 6'd30;  
            4'd12: days = 6'd31;  
            default: days = 6'd0;  
        endcase
    end
endmodule
`default_nettype none
module splitYear(
    input logic [15:0] year_binary,
    output logic [6:0] leftNum, rightNum);
    logic [15:0] temp_leftNum, temp_rightNum;
    always_comb begin
        temp_leftNum = (year_binary / 100);
        temp_rightNum = (year_binary % 100);  
        leftNum = temp_leftNum[6:0];
        rightNum = temp_rightNum[6:0];
    end
endmodule
$ cat design/flow/run.sh
#!/bin/bash
# OpenROAD 26Q1-2900-gdf79404cd8, Yosys 0.63+post, stock flow scripts
make -C /OpenROAD-flow-scripts/flow DESIGN_CONFIG=/design/flow/config.mk WORK_HOME=/design/flow/orfs finish
$ cat design/flow/config.mk
export PLATFORM = sky130hd
export DESIGN_NAME = calendar4
export DESIGN_NICKNAME = calendar4
export VERILOG_FILES = /design/flow/design.v
export SDC_FILE = /design/flow/constraint.sdc
export NUM_CORES = 4
export LEC_CHECK = 1
export CORE_UTILIZATION = 40
$ cat design/flow/constraint.sdc
current_design calendar4

set clk_period 13.4
set clk_io_pct 0.2

create_clock -name clk0 -period $clk_period [get_ports {clock}]

set non_clock_inputs [all_inputs -no_clocks]
set_input_delay [expr $clk_period * $clk_io_pct] -clock clk0 $non_clock_inputs
set_output_delay [expr $clk_period * $clk_io_pct] -clock clk0 [all_outputs]
==> ci_impl_report.md <==
### Metrics collected by this job

| Metric | Value |
|---|---|
| Htree depth | `2` |
| Worst setup path startpoint | `b2v_inst2.year[12]` |
| F_max | `0.08738 GHz` |
| Max Slew Vio Count | `0` |
| CP Max Fanout | `16` |
| Synthesized area | `4108 um^2` |
| CTS tree | `yes` |
| Setup TNS | `0 ps` |
| Asr flop ratio synth | `0%` |
| First-pass GRT wire length | `17040 um` |
| Buffers on Ports | `34` |
| Hold path start | `b2v_inst0.end_of_month` |
| Die X | `103.3 um` |
| Crit path top cell by count | `o211ai_1` |
| Post-route ant nets | `0` |
| Layout cells sized above 1 | `8.377%` |
| Maximum VDD drop | `63.30 uV` |
| Rows | `36` |
| Clock slew at the register clock pins of the worst setup and hold paths | `70 ps` |
| Vias in the first global route | `3585` |
| Cells after synthesis | `561` |
| RSZ-0062 raised after global routing | `no` |
| Flops & latches, synth | `34` |
| Stage-log warning count | `29` |
| Yosys chip area | `4108 um^2` |
| Vias | `4145` |
| Initial antenna violation count | `0` |
| Clock insertion delay at the later pin of the skew report | `280 ps` |
| Total power | `0.2195 mW` |
| Area grow syn2layout | `10.20%` |
| Die Ht | `103.3 um` |
| Layout Utilization | `45.89%` |
| Worst Hold Path Cells | `0` |
| Reg with most FFs | `b2v_inst2.year` |
| Chip Area | `10680 um^2` |
| Max reg flops | `16` |
| Worst Path Buf+Inv | `1` |
| Clk sinks | `34` |
| R2r worst-path depth | `33` |
| Crit path depth | `25` |
| Post-Route WL | `10220 um` |
| Ant. Diodes | `0` |
| Final setup fails | `0` |
| Final period util | `85.40%` |
| Largest regs | `b2v_inst2.year: 16 flops, b2v_inst0.day: 6 flops, b2v_inst1.month: 4 flops` |
| Post-synth top flop | `dfxtp_1` |
| Global Route Usage Sum | `19.98%` |
| Vias per inst | `5.871` |
| IO Count | `41` |
| CP arrival | `8760 ps` |
| Wire per inst | `14.48 um` |
| Fin. Hold Viols | `0` |
| Mean Syn Cell Area | `7.322 um^2` |
| Routability Congestion | `0.9185` |
| Final min period | `11440 ps` |
| Pre-antenna DRT Iters | `5` |
| Crit path largest cell delay | `540 ps` |
| GRT overflow | `0` |
| Max-cap violation count | `0` |
| Clock root buffer | `clkbuf_8` |
| Final Skew | `5.628 ps` |
| Post-CTS setup buffer count | `0` |
| Initial drt markers | `280` |
| Max_slew headroom | `39.51%` |
| Post-DP HPWL | `7729 um` |
| Critical path launch point type | `flop` |
| Largest net degree at the start of global routing | `22` |
| Yosys cell types | `96` |
| # DRC | `0` |
| CTS Hold Bufs | `0` |
| Fp_density | `41.64%` |
| Outcome | `finished clean` |
| Sequential fraction of the synthesis area | `16.57%` |
| PD cells | `48.49 nW/um^2` |
| Crit. End Element | `primary output` |
| CTS Buf Count | `5` |
| Clock buffer depth | `2` |
| EDFF count, synth | `0` |
| R2R Path Start | `b2v_inst2.year[12]` |
| Yosys warns | `5` |
| Crit path DRT | `10720 ps` |
| Crit-path leading delay family | `AND-OR/OR-AND gates` |
| Worst slew pin tran | `907.3 ps` |
| Cells in synth_stat.txt | `561` |
| Core area | `9864 um^2` |
| Post-CTS Resized | `0` |
| Critical path class | `reg -> out` |
| Worst hold-check path type | `reg -> reg` |
| Pleak | `1.681 nW` |
| CP max stage cell | `a2111oi_0` |
worst reg2reg max path, delay by kind of cell (launching register included):
family | cells | cell delay [ps]
simple gates | 9 | 1710
compound gates | 21 | 6480
flops | 1 | 480
fa+ha+maj | 2 | 550
mux | 1 | 300
cell type report:
class | count | area, um^2
Fill cell | 960 | 5338
Multi-Input combinational cell | 467 | 3132
Sequential cell | 34 | 680.7
Timing Repair Buffer | 35 | 347.8
Tap cell | 133 | 166.4
Inverter | 29 | 108.9
Clock buffer | 7 | 86.33
Clock inverter | 1 | 5.005
metrics by stage:
step	hold slack, ps	instances	area (um^2)	setup slack [ps]
finish	370.4	706	4527	1956
global route	377.9	706	4527	1124
CTS	366.4	706	4527	2016
detailed placement	360.8	698	4436	2329
global placement	360.5	698	4436	2514
floorplan	344.2	566	4126	4117
cell families after synthesis:
kind of cell | Yosys count | share of synthesized area, %
flip-flops | 34 | 16.57
XOR/XNOR | 33 | 7.219
AND/OR/NAND/NOR | 227 | 28.60
buffers and inverters | 65 | 7.645
adder cells (fa/ha/maj) | 15 | 4.478
other | 1 | 0.09129
AND-OR/OR-AND | 181 | 34.12
multiplexers | 5 | 1.279
power by group:
group	internal [mW]	switching, mW
clock network	0.0414	0.0363
registers	0.104	0.00392
logic	0.0196	0.0142
Yosys cell counts, types with 7 or more instances:
master / n / area (um^2)
a211oi_1: 7 / 52.55
nand2_1: 51 / 191.4
ha_1: 13 / 162.7
a21o_1: 14 / 105.1
xnor2_1: 23 / 201.4
o21ai_0: 26 / 130.1
inv_1: 25 / 93.84
buf_2: 8 / 40.04
nor3_1: 15 / 75.07
nand4_1: 12 / 75.07
nor4_1: 9 / 56.30
nor2_1: 59 / 221.5
a21oi_1: 34 / 170.2
clkbuf_1: 10 / 37.54
o22ai_1: 8 / 50.05
nand2b_1: 7 / 43.79
and2_1: 7 / 43.79
nor2b_1: 7 / 43.79
buf_4: 14 / 105.1
or3_1: 10 / 62.56
nand3_1: 16 / 80.08
dfxtp_1: 34 / 680.7
xor2_1: 9 / 78.83
o211ai_1: 11 / 82.58
metal layers:
metal | vias up | share of wire (%) | track usage (%)
met1 | 1912 | 50 | 30.89
met3 | 6 | 5.4 | 2.596
li1 | 2097 | - | -
met5 | - | 0 | 0
met2 | 130 | 44 | 30.92
met4 | 0 | 0.68 | 2.384
cells in the final DEF (no fill, tap or decap), drive strengths merged, types with 5 or more instances in the layout:
cell	count
dfxtp	34
a211oi	9
clkbuf	7
nand2b	7
and2	8
nor3	17
nand3	16
a21o	14
nor2b	7
clkinv	5
nand2	51
o22ai	8
a2111oi	5
clkdlybuf4s50	34
nand4	12
o31ai	6
inv	25
or3	10
xor2	9
a21oi	36
nor2	60
a211o	6
conb	6
nor4	10
and3	8
o21ai	27
o211ai	12
ha	13
xnor2	24
a21boi	6
a31oi	6
path summary, 6_finish.rpt:
check	to	slack (ps)
setup reg to reg	b2v_inst0.day[0]	3770
hold / removal	b2v_inst1.prev_enable	370
hold reg to reg	b2v_inst1.prev_enable	370
setup / recovery	maxDay_binary[0]	1960
Power is estimated from default activity; no workload was simulated.
