### flow/constraint.sdc
current_design worldClock2

set clk_period 12.6
set clk_io_pct 0.2

create_clock -name clk0 -period $clk_period [get_ports {hz100}]

set non_clock_inputs [all_inputs -no_clocks]
set_input_delay [expr $clk_period * $clk_io_pct] -clock clk0 $non_clock_inputs
set_output_delay [expr $clk_period * $clk_io_pct] -clock clk0 [all_outputs]
### flow/config.mk
export PLATFORM = sky130hd
export DESIGN_NAME = worldClock2
export DESIGN_NICKNAME = worldClock2
export VERILOG_FILES = /design/flow/design.v
export SDC_FILE = /design/flow/constraint.sdc
export NUM_CORES = 4
export LEC_CHECK = 1
export CORE_UTILIZATION = 40
### flow/run.sh
#!/bin/bash
# OpenROAD 26Q1-2900-gdf79404cd8, Yosys 0.63+post, stock flow scripts
make -C /OpenROAD-flow-scripts/flow DESIGN_CONFIG=/design/flow/config.mk WORK_HOME=/design/flow/orfs finish
### flow/design.v
`default_nettype none
module clock24 (
	input  logic clk,
	input  logic reset,
	input  logic [4:0] offset_hours,
	input  logic [5:0] offset_mins,
	output logic cycle,
	output logic [6:0] hours,
	output logic [6:0] minutes,
	output logic [6:0] seconds
	);
	logic fullMin;
	logic fullHour;
	sec60Timer inst0(
		.clk(clk),
		.reset(reset),
		.cycle(fullMin),
		.seconds(seconds)
	);
	min60Timer inst1(
		.clk(clk),
		.en(fullMin),
		.reset(reset),
		.offset(offset_mins),
		.cycle(fullHour),
		.mins(minutes)
	);
	day24Timer inst2(
		.clk(clk),
		.en(fullHour),
		.reset(reset),
		.offset(offset_hours),
		.cycle(cycle),
		.hours(hours)
	);
endmodule
`default_nettype none
module day24Timer(
    input logic clk, en, reset,
    input logic [4:0] offset,
    output logic cycle,
    output logic [6:0] hours
);
logic [6:0] Q, nextQ;
always_ff @(posedge clk or posedge reset) begin
    if (reset) 
        Q <= 7'd0;
    else
        Q <= nextQ;
end
always_comb begin
    nextQ = Q + {2'b0, offset} + {6'b0, en};
    if(nextQ > 7'd24) begin
        nextQ = 7'd0;
        cycle = 1'b1;
    end
    else begin
        cycle = 1'b0;
    end
end
assign hours = Q;
endmodule
`default_nettype none
module min60Timer(
    input logic clk, en, reset,
    input logic [5:0] offset,
    output logic cycle,
    output logic [6:0] mins
);
logic [6:0] Q, nextQ;
always_ff @(posedge clk or posedge reset) begin
    if (reset) 
        Q <= 7'd0;
    else
        Q <= nextQ;
end
always_comb begin
    nextQ = Q + {1'b0, offset} + {6'b0, en};
    if(nextQ > 7'd59) begin
        nextQ = 7'd0;
        cycle = 1'b1;
    end
    else begin
        cycle = 1'b0;
    end
end
assign mins = Q;
endmodule
`default_nettype none
module sec60Timer(
    input logic clk, reset,
    output logic cycle,
    output logic [6:0] seconds
);
logic [6:0] Q, nextQ;
always_ff @(posedge clk or posedge reset) begin
    if(reset) 
        Q <= 7'd0;
    else
        Q <= nextQ;
end
always_comb begin
    if(Q == 7'd59) begin
        cycle = 1'b1;
        nextQ = 7'd0;
    end
    else begin
        nextQ = Q + 1;
        cycle = 1'd0;
    end
end
assign seconds = Q;
endmodule
`default_nettype none
module Day(
    input logic clk, enable, offset, leap_year, reset,
    input logic [3:0] month,
    output logic [5:0] day,
    output logic [5:0] max_days,
    output logic end_of_month);
    numDays daylook(.month(month), .leap_year(leap_year), .days(max_days));
    logic prev_enable, enable_edge;
    logic prev_offset, offset_edge;
    always_ff @(posedge clk) begin
        prev_enable <= enable;
        prev_offset <= offset;
    end
    always_ff @(posedge clk) begin
        if (reset) begin
            day <= 6'd1;
            end_of_month <= 0;
        end
        else if (enable_edge || offset_edge) begin
            if (day >= max_days) begin
                day <= 6'd1;
                end_of_month <= enable_edge;
            end
            else begin
                day <= day + 1;
                end_of_month <= 0;
            end
        end
    end
    assign enable_edge = enable & ~prev_enable;
    assign offset_edge = offset & ~prev_offset;
endmodule
`default_nettype none
module Month(
    input logic clk, reset, end_of_month, offset,
    output logic end_of_year,
    output logic [3:0] month);
     logic prev_enable, enable_edge;
    logic prev_offset, offset_edge;
    always_ff @(posedge clk) begin
        prev_enable <= end_of_month;
        prev_offset <= offset;
    end
    always_ff @(posedge clk) begin
        if (reset) begin
            month <= 4'd1;  
            end_of_year <= 0;
        end
        else if (enable_edge || offset_edge) begin
            if (month >= 4'd12) begin
                month <= 4'd1;  
                end_of_year <= enable_edge;
            end
            else begin
                month <= month + 1;
                end_of_year <= 0;
            end
        end
    end
    assign enable_edge = end_of_month & ~prev_enable;
    assign offset_edge = offset & ~prev_offset;
endmodule
`default_nettype none
module Year (
	input  logic clk,
	input  logic reset,
	input  logic end_of_year,
	input  logic offset,
	output logic [15:0] year,
	output logic leap_year
	);
	logic prev_enable, enable_edge;
    logic prev_offset, offset_edge;
    always_ff @(posedge clk) begin
        prev_enable <= end_of_year;
        prev_offset <= offset;
    end
	always_ff @(posedge clk) begin
		if (reset) begin
			year <= 16'd2025;
		end
		else if (enable_edge || offset_edge) begin
		    if (year > 16'd9999) begin
		        year <= 16'd2025;
		    end
			else begin 
			    year <= year + 1;
			end
		end
	end
	always_comb  leap_year = (((year % 4) == 0) && ((year % 100) != 0)) || ((year % 400) == 0);
    assign enable_edge = end_of_year & ~prev_enable;
    assign offset_edge = offset & ~prev_offset;
endmodule
`default_nettype none
module calendar (
	input  logic reset,
	input  logic day_increment,
	input  logic year_increment,
	input  logic month_increment,
	input  logic clock,
	input  logic hour_enable,
	output logic [6:0] day_binary,
	output logic [6:0] LeftYear,
	output logic [6:0] maxDay_binary,
	output logic [6:0] month_binary,
	output logic [6:0] RightYear
	);
	logic [15:0] a;
	logic [3:0] b;
	logic [5:0] c;
	logic end_of_month;
	logic end_of_year;
	logic [5:0] l;
	logic SYNTHESIZED_WIRE_0;
	Day b2v_inst0(
		.clk(clock),
		.enable(hour_enable),
		.offset(day_increment),
		.leap_year(SYNTHESIZED_WIRE_0),
		.reset(reset),
		.month(b),
		.end_of_month(end_of_month),
		.day(c),
		.max_days(l)
	);
	Month b2v_inst1(
		.clk(clock),
		.reset(reset),
		.end_of_month(end_of_month),
		.offset(month_increment),
		.end_of_year(end_of_year),
		.month(b)
	);
	Year b2v_inst2(
		.clk(clock),
		.reset(reset),
		.end_of_year(end_of_year),
		.offset(year_increment),
		.leap_year(SYNTHESIZED_WIRE_0),
		.year(a)
	);
	splitYear b2v_inst3(
		.year_binary(a),
		.leftNum(LeftYear),
		.rightNum(RightYear)
	);
	assign day_binary = c;
	assign maxDay_binary = l;
	assign month_binary = b;
endmodule
`default_nettype none
module numDays(
    input logic [3:0] month,
    input logic leap_year,
    output logic [5:0] days);
    always_comb begin
        case (month)
            4'd1:  days = 6'd31;  
            4'd2:  days = leap_year ? 6'd29 : 6'd28;  
            4'd3:  days = 6'd31;  
            4'd4:  days = 6'd30;  
            4'd5:  days = 6'd31;  
            4'd6:  days = 6'd30;  
            4'd7:  days = 6'd31;  
            4'd8:  days = 6'd31;  
            4'd9:  days = 6'd30;  
            4'd10: days = 6'd31;  
            4'd11: days = 6'd30;  
            4'd12: days = 6'd31;  
            default: days = 6'd0;  
        endcase
    end
endmodule
`default_nettype none
module splitYear(
    input logic [15:0] year_binary,
    output logic [6:0] leftNum, rightNum);
    logic [15:0] temp_leftNum, temp_rightNum;
    always_comb begin
        temp_leftNum = (year_binary / 100);
        temp_rightNum = (year_binary % 100);  
        leftNum = temp_leftNum[6:0];
        rightNum = temp_rightNum[6:0];
    end
endmodule
`default_nettype none
module changeClock (
	input  logic clock,
	input  logic reset,
	input  logic hour_increment,
	input  logic min_increment,
	output logic [4:0] offset_hours,
	output logic [5:0] offset_mins,
	output logic [4:0] london_hours,
	output logic [5:0] london_mins
	);
	logic prev_min;
	logic prev_hour;
	logic hour_edge;
	logic min_edge;
	logic prev_reset;
	logic reset_edge;
	always_ff @(posedge clock) begin
		prev_hour <= hour_increment;
		prev_min <= min_increment;
	end
	always_ff @(posedge clock or posedge reset) begin
		if (reset) begin
			offset_hours <= 5'd0;
			offset_mins <= 6'd0;
			london_hours <= 5'd5;
			london_mins <= 6'd0;
		end
		else begin
			if (min_edge) begin
				offset_mins <= (offset_mins == 6'd59 ? 6'd0 : offset_mins + 6'd1);
				london_mins <= (london_mins == 6'd59 ? 6'd0 : london_mins + 6'd1);
            end
            else begin
                offset_mins <= 6'd0;
                london_mins <= 6'd0;
            end
			if (hour_edge) begin
				offset_hours <= (offset_hours == 5'd23 ? 5'd0 : offset_hours + 5'd1);
				    london_hours <= (london_hours == 5'd23 ? 5'd0 : london_hours + 5'd1);
           end
            else begin
                offset_hours <= 5'd0;
                london_hours <= 5'd0;
            end
		end 
	end
	assign hour_edge = hour_increment && !prev_hour;
	assign min_edge = min_increment && !prev_min;
endmodule
`default_nettype none
module clk100HzTo1Hz(
    input logic reset,
    input logic clk100hz,
    output logic clk1hz
);
    logic [6:0] counting;
    always_ff @(posedge clk100hz or posedge reset) begin
        if (reset) begin
            counting <= 0;
            clk1hz <= 0;
        end else begin
            if (counting == 99) begin
                counting <= 0;
                clk1hz <= ~clk1hz;
            end else begin
                counting <= counting + 1;
        end
    end
end
endmodule
`default_nettype none
module digit2Display (
    input  logic [6:0] value,
    output logic [7:0] left,
    output logic [7:0] right
);
    logic [3:0] tens, ones;
    logic [6:0] temp_tens, temp_ones;
    always_comb begin
        temp_tens = value / 10;
        temp_ones = value % 10;
        tens = temp_tens[3:0];
        ones = temp_ones[3:0];
    end
    function automatic [7:0] seg_decode(input logic [3:0] digit);
        case (digit)
            4'd0: seg_decode = 8'b00111111;
            4'd1: seg_decode = 8'b00000110;
            4'd2: seg_decode = 8'b01011011;
            4'd3: seg_decode = 8'b01001111;
            4'd4: seg_decode = 8'b01100110;
            4'd5: seg_decode = 8'b01101101;
            4'd6: seg_decode = 8'b01111101;
            4'd7: seg_decode = 8'b00000111;
            4'd8: seg_decode = 8'b01111111;
            4'd9: seg_decode = 8'b01101111;
            default: seg_decode = 8'b00000000;
        endcase
    endfunction
    always_comb begin
        left  = seg_decode(tens);
        right = seg_decode(ones);
    end
endmodule
`default_nettype none
module muxModule(
    input logic select,
    input logic [6:0] hour_1,
    input logic [6:0] min_1,
    input logic [6:0] hour_2,
    input logic [6:0] min_2,
    input logic [6:0] day,
    input logic [6:0] month,
    input logic [6:0] year_1,
    input logic [6:0] year_2,
    output logic [6:0] out_1,
    output logic [6:0] out_2,
    output logic [6:0] out_3,
    output logic [6:0] out_4
);
assign out_1 = select ? hour_1 : day;
assign out_2 = select ? min_1 : month;
assign out_3 = select ? hour_2 : year_1;
assign out_4 = select ? min_2 : year_2;
endmodule
module worldClock2 (
	input  logic hz100,
	input  logic [7:0] pb,
	output logic [7:0] ss0,
	output logic [7:0] ss1,
	output logic [7:0] ss2,
	output logic [7:0] ss3,
	output logic [7:0] ss4,
	output logic [7:0] ss5,
	output logic [7:0] ss6,
	output logic [7:0] ss7
	);
	logic calendar_en;
	or(calendar_en, pb[8], SYNTHESIZED_WIRE_18);
	logic [6:0] SYNTHESIZED_WIRE_0;
	logic [6:0] SYNTHESIZED_WIRE_1;
	logic [6:0] SYNTHESIZED_WIRE_2;
	logic [6:0] SYNTHESIZED_WIRE_3;
	logic [6:0] SYNTHESIZED_WIRE_4;
	logic [6:0] SYNTHESIZED_WIRE_5;
	logic [6:0] SYNTHESIZED_WIRE_6;
	logic [6:0] SYNTHESIZED_WIRE_7;
	logic [6:0] SYNTHESIZED_WIRE_8;
	logic [6:0] SYNTHESIZED_WIRE_9;
	logic [6:0] SYNTHESIZED_WIRE_10;
	logic [6:0] SYNTHESIZED_WIRE_11;
	logic SYNTHESIZED_WIRE_21;
	logic [4:0] SYNTHESIZED_WIRE_13;
	logic [5:0] SYNTHESIZED_WIRE_14;
	logic [4:0] SYNTHESIZED_WIRE_16;
	logic [5:0] SYNTHESIZED_WIRE_17;
	logic SYNTHESIZED_WIRE_18;
	muxModule b2v_inst0(
		.select(pb[1]),
		.day(SYNTHESIZED_WIRE_0),
		.hour_1(SYNTHESIZED_WIRE_1),
		.hour_2(SYNTHESIZED_WIRE_2),
		.min_1(SYNTHESIZED_WIRE_3),
		.min_2(SYNTHESIZED_WIRE_4),
		.month(SYNTHESIZED_WIRE_5),
		.year_1(SYNTHESIZED_WIRE_6),
		.year_2(SYNTHESIZED_WIRE_7),
		.out_1(SYNTHESIZED_WIRE_8),
		.out_2(SYNTHESIZED_WIRE_9),
		.out_3(SYNTHESIZED_WIRE_10),
		.out_4(SYNTHESIZED_WIRE_11)
	);
	digit2Display b2v_inst1(
		.value(SYNTHESIZED_WIRE_8),
		.left(ss7),
		.right(ss6)
	);
	digit2Display b2v_inst2(
		.value(SYNTHESIZED_WIRE_9),
		.left(ss5),
		.right(ss4)
	);
	digit2Display b2v_inst3(
		.value(SYNTHESIZED_WIRE_10),
		.left(ss3),
		.right(ss2)
	);
	digit2Display b2v_inst4(
		.value(SYNTHESIZED_WIRE_11),
		.left(ss1),
		.right(ss0)
	);
	clock24 b2v_inst5(
		.clk(SYNTHESIZED_WIRE_21),
		.reset(pb[0]),
		.offset_hours(SYNTHESIZED_WIRE_13),
		.offset_mins(SYNTHESIZED_WIRE_14),
		.cycle(SYNTHESIZED_WIRE_18),
		.hours(SYNTHESIZED_WIRE_1),
		.minutes(SYNTHESIZED_WIRE_3)
	);
	clock24 b2v_inst6(
		.clk(SYNTHESIZED_WIRE_21),
		.reset(pb[0]),
		.offset_hours(SYNTHESIZED_WIRE_16),
		.offset_mins(SYNTHESIZED_WIRE_17),
		.hours(SYNTHESIZED_WIRE_2),
		.minutes(SYNTHESIZED_WIRE_4)
	);
	calendar b2v_inst7(
		.hour_enable(calendar_en),
		.clock(SYNTHESIZED_WIRE_21),
		.reset(pb[0]),
		.day_increment(pb[2]),
		.year_increment(pb[3]),
		.month_increment(pb[4]),
		.day_binary(SYNTHESIZED_WIRE_0),
		.LeftYear(SYNTHESIZED_WIRE_6),
		.month_binary(SYNTHESIZED_WIRE_5),
		.RightYear(SYNTHESIZED_WIRE_7)
	);
	changeClock b2v_inst8(
		.clock(SYNTHESIZED_WIRE_21),
		.reset(pb[0]),
		.hour_increment(pb[5]),
		.min_increment(pb[6]),
		.london_hours(SYNTHESIZED_WIRE_16),
		.london_mins(SYNTHESIZED_WIRE_17),
		.offset_hours(SYNTHESIZED_WIRE_13),
		.offset_mins(SYNTHESIZED_WIRE_14)
	);
	clk100HzTo1Hz b2v_inst9(
		.clk100hz(hz100),
		.reset(pb[0]),
		.clk1hz(SYNTHESIZED_WIRE_21)
	);
endmodule
==> results.cfg <==
; synthesis and place-and-route metrics
[status]
outcome = complete, no violations

[min_path]
hold_path.class = flop to flop
whs_endpoint = b2v_inst9.counting[0]
hp-start = b2v_inst9.counting[0]
min_path_cells = 1

[final_layout]
fin_cells = 1864
fin_util_pct = 44.5
final_cell_mix = 170 x nor2_1, 127 x nand2_1, 105 x ha_1
areaGrowthSynthToFinish_pct = 9.28
drive_above_1_share_pct = 4.98
lay_top_count = nor2_1
stdcell_area_mm2 = 0.0124

[worst_setup_path]
arrival_ps = 9170
path_max_fanout = 14
worstSetupStartpointType = primary input
worst_setup_path_end_kind = output pin
critPathTopFamily = buffers and inverters
r2r-start = b2v_inst9.counting[0]
path_cells = clkdlybuf4s50_1, inv_1, buf_4, mux2i_1, inv_1, ha_1, o21ai_0, o21ai_0, or2_2, xnor2_1, ha_1, a41oi_1, o21ai_1, mux2i_1, a21o_1, nand3_1, mux2i_1, nor2_1, a211o_1, nand2_1, clkdlybuf4s50_1
crit_path_frequent_cell = mux2i_1
r2r-end = b2v_inst9.clk1hz
critical_path.max_stage_delay_ps = 670
slowest_stage = o21ai_1
rrSetupSlack_ps = 11010
required_ps = 10080
path_buffers = 5
worst-path-stages = 21
path_class = primary input to output pin
rr_worst_depth = 4

[global_routing]
grt_pass1_wl_um = 41800
antenna_found_initial = 0
grt_max_degree = 58
grt_usage_pct = 17.3
grt_pass1_vias = 8872
grt-ovfl-total = 0

[route]
n_antenna_cell = 0
vias = 10200
avgRoutedWirePerCell_um = 13.2
ant_nets = 0
drt-total-wl_um = 24600
first_iter_violations = 558
drt_drc_violations_left = 0
drt-vias-per-instance = 5.46
first_pass_iters = 5

[logic_synthesis]
yosys_warnings = 12
numSynthFlops = 103
yosys-stat-cells = 1451
yosys_area_mm2 = 0.0113
ys_seq_share_pct = 21.4
syn-cell-area_mm2 = 0.0113
synthArstFlopShare_pct = 69.9
synth-edff-count = 0
synth.distinct_cells = 108
netlist_instances = 1451
ff_type = dfrtp_1
syn_area_per_cell_um2 = 7.80

[clock_network]
insertion_delay_ps = 230
cts_setup_buffers = 0
cts-buffers-inserted = 3
clockBufferDepth = 2
cts_tree = built
path_clk_slew_ps = 40
htreeDepth = 1
clockRootBuffer = clkbuf_16
holdBufCountCts = 0
ctsResizeCount = 0

[floorplan]
die_y_um = 170
ioPinCount = 73
dieArea_mm2 = 0.0290
core.rowCount = 61
core-area_mm2 = 0.0278
initCoreUtil_pct = 40.7
dieWidth_um = 170

[final_timing]
finalHoldViolations = 0
unclocked_regs = 95
untimed_endpoints = 89
slew_headroom_pct = 36.8
setup_ws_ps = 912
rsz0062_at_grt = false
fmax_mhz = 85.6
finalMaxSlewViolations = 0
setup_viol = 0
skew_ps = 3.57
tns_ps = 0
min_period_ps = 11690
tightest_slew_ps = 943
fin_crit_sh_pct = 92.8

[place]
dpl.cell_count = 1860
dp_slack_ps = 927
numPortBuffers = 63
dpl.hpwl_um = 19400
gp_congestion = 0.917
placed_area_mm2 = 0.0123

[power]
powerDensity_mw_per_mm2 = 25.5
p_leak_nw = 5.32
vdd_drop_max_v = 0.0000771

[run]
max_cap_viol_count = 0
warnings = 74
-- per-layer routing --
layer  global-route usage [%]  part of all wire (%)
met1                     26.9                    51
met2                     28.3                    46
met3                    0.616                   2.3
met4                     1.10                  0.46
met5                        0                     0
-- cell usage after synthesis, types with 11 or more instances --
cell type    n  area, um2
a31oi_1     23        144
xor2_1      25        219
nor3_1      20        100
dfrtp_1     70       1750
nor2_1     170        638
xnor2_1     57        499
inv_1       88        330
ha_1       105       1310
nor2b_1     18        113
o22ai_1     14       87.6
nor4_1      11       68.8
and2_1      14       87.6
or2_2       11       68.8
o21a_1      12       90.1
dfxtp_1     31        621
o21ai_0    101        505
a21oi_1     97        485
nand2b_1    26        163
mux2i_1     24        240
nand3_1     49        245
or3_1       12       75.1
clkbuf_1    32        120
and3_1      18        113
a211o_1     13        114
nand4_1     12       75.1
a21o_1      18        135
nand2_1    127        477
o211ai_1    23        173
o31ai_1     13       97.6
-- stage by stage --
step	power (W)	hold WS [ps]
2_1_floorplan	0.000163	455
3_3_place_gp	0.000261	481
3_5_place_dp	0.000262	488
4_1_cts	0.000318	491
5_1_grt	0.000351	515
6_report	0.000315	486
-- kinds of logic after synthesis --
group                    count (synthesis)  synth area share, %
XOR/XNOR                                83                 6.49
flip-flops                             103                 21.4
AND/OR/NAND/NOR                        519                 22.0
AND-OR/OR-AND                          449                 28.2
multiplexers                            35                 3.29
adder cells (fa/ha/maj)                116                 13.3
other                                    1               0.0332
buffers and inverters                  145                 5.26
-- worst max-delay path by stage --
stage / startpoint / endpoint
CTS: pb[1] / ss2[3]
global route: pb[1] / ss2[3]
finish: pb[1] / ss2[6]
-- final cells by class --
type                    instances  area, um2
fillers                      2761      15400
multi-input cells            1216       8340
flip-flops and latches        103       2430
repair buffers                 73        706
well taps                     378        473
inverters                      90        338
clock buffers                   4       78.8
-- power breakdown --
group	total [W]	leakage, nW	switching [W]	internal [W]
logic	0.000234	4.08	0.000111	0.000124
registers	0.0000260	1.20	0	0.0000260
clock network	0.0000545	0.0382	0.0000123	0.0000421
-- worst reg2reg max path: cells and delay by family (launching register included) --
kind,cells,cell delay [ps]
adder cells (fa/ha/maj),1,250
AND/OR/NAND/NOR,2,670
flip-flops,1,380
XOR/XNOR,1,130
-- registers in the layout, summed over array words and instances, names as in the netlist, 4 cells and up --
signal / flops
b2v_inst5.inst0.Q: 7
b2v_inst5.inst1.Q: 7
b2v_inst5.inst2.Q: 7
b2v_inst6.inst0.Q: 7
b2v_inst6.inst1.Q: 7
b2v_inst6.inst2.Q: 7
b2v_inst7.b2v_inst0.day: 6
b2v_inst7.b2v_inst1.month: 4
b2v_inst7.b2v_inst2.year: 16
b2v_inst8.london_hours: 5
b2v_inst8.london_mins: 6
b2v_inst8.offset_hours: 5
b2v_inst8.offset_mins: 6
b2v_inst9.counting: 7
Power is estimated from default activity; no workload was simulated.
