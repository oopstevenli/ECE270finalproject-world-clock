==> design/flow/design.v <==
`default_nettype none
module clk_12m_1hz (
    input  logic clk12m,
    input  logic reset,
    output logic clk1hz
);
    parameter integer DIVISOR = 12_000_000;
    logic [$clog2(DIVISOR)-1:0] counter = 0;
    always_ff @(posedge clk12m or posedge reset) begin
        if (reset) begin
            counter <= 0;
            clk1hz  <= 0;
        end else begin
            if (counter == DIVISOR / 2 - 1) begin
                clk1hz <= ~clk1hz;
                counter <= 0;
            end else begin
                counter <= counter + 1;
            end
        end
    end
endmodule
==> design/flow/run.sh <==
#!/bin/bash
# OpenROAD 26Q1-2900-gdf79404cd8, Yosys 0.63+post, stock flow scripts
make -C /OpenROAD-flow-scripts/flow DESIGN_CONFIG=/design/flow/config.mk WORK_HOME=/design/flow/orfs finish
==> design/flow/config.mk <==
export PLATFORM = sky130hd
export DESIGN_NAME = clk_12m_1hz
export DESIGN_NICKNAME = clk_12m_1hz
export VERILOG_FILES = /design/flow/design.v
export SDC_FILE = /design/flow/constraint.sdc
export NUM_CORES = 4
export LEC_CHECK = 1
export CORE_AREA = 10 10 92 92
export DIE_AREA = 0 0 102 102
==> design/flow/constraint.sdc <==
current_design clk_12m_1hz

set clk_period 5.7
set clk_io_pct 0.2

create_clock -name clk0 -period $clk_period [get_ports {clk12m}]

set non_clock_inputs [all_inputs -no_clocks]
set_input_delay [expr $clk_period * $clk_io_pct] -clock clk0 $non_clock_inputs
set_output_delay [expr $clk_period * $clk_io_pct] -clock clk0 [all_outputs]
==> flow_metrics.py <==
# Generated from Yosys and OpenROAD reports
metrics = {
    "run_status": {
        "status": "finished clean",
    },
    "detailed_routing": {
        "post-route-drc-count": 0,
        "initialDrtViolationCount": 68,
        "drt_pass1_iterations": 4,
        "routed_via_density": 4.36,
        "antenna_cells_inserted": 0,
        "drtAntennaViolNets": 0,
        "wirelength_um": 2350,
        "avgRoutedWirePerCell_um": 11.2,
        "vias": 912,
    },
    "sta": {
        "slew_headroom_pct": 63.3,
        "report.final.setup_viol": 0,
        "layout_worst_path_cycle_share_pct": 39.4,
        "min_period_ns": 2.24,
        "final_hold_viol_count": 0,
        "fin_tns_setup_ns": 0,
        "fmax_mhz": 446,
        "worst_clock_skew_ns": 0.00111,
        "grt_setup_unrepaired": "false",
        "slew_violations": 0,
        "tightestPinTransition_ns": 0.546,
    },
    "die": {
        "pin_count": 3,
        "die_y_um": 102,
        "chip_area_mm2": 0.0104,
        "chipWidth_um": 102,
        "fp_util_pct": 19.6,
        "coreArea_mm2": 0.00646,
        "rows": 29,
    },
    "pwr": {
        "cellPowerDensity_mw_per_mm2": 200,
        "power_switching_w": 0.0000591,
        "clock_power_share_pct": 36.5,
        "cellInternalPower_w": 0.000227,
        "leakage_nw": 0.618,
        "fraction_of_power_consumed_by_sequential_logic_pct": 61.9,
        "irDropWorstVdd_mv": 0.208,
        "power.switching_fraction_pct": 20.7,
        "comb_power_share_pct": 1.6,
    },
    "clock_network": {
        "cts.root.buffer_cell": "sky130_fd_sc_hd__clkbuf_8",
        "cts.clk_slew.worst_paths_ns": 0.09,
        "hold_buffers": 0,
        "tritoncts_buffer_count": 3,
        "post_cts_resized": 0,
        "worst_skew_pair.late_latency_ns": 0.27,
        "clock_sinks": 25,
        "cts_tree": "built",
        "cts-root-to-sink-buffers": 2,
        "htree_num_levels": 1,
        "post_cts_buffers": 0,
    },
    "setup_path": {
        "cp.buffers_inverters": 1,
        "cp.required_ns": 4.56,
        "worst-r2r-cell-count": 6,
        "crit_path_max_fanout": 2,
        "crit_path_max_incr_delay_ns": 0.47,
        "critical_path_arrival_ns": 1.10,
        "critPathCaptureType": "output pin",
        "path_delay_family": "buffers and inverters",
        "timing.critical_path.from_type": "flip-flop",
        "worst_setup_startpoint": "clk1hz",
        "worst-r2r-setup-slack_ns": 3.77,
        "crit_path_cell_trace": "clkdlybuf4s50_1",
        "reg2reg_to": "clk1hz",
        "timing.setup.critical_path_class": "reg2out",
        "critical_path.slowest_cell": "sky130_fd_sc_hd__clkdlybuf4s50_1",
        "reg2reg_from": "counter[0]",
    },
    "hold_path": {
        "worstHoldPathCells": 1,
        "hold_start": "counter[23]",
        "hp-class": "reg2reg",
        "holdPathEnd": "counter[23]",
    },
    "yosys": {
        "synthesis.area_mm2": 0.00127,
        "seq_area_frac_synth_pct": 49.4,
        "synthesis.yosys.warnings": 1,
        "synthDominantAreaCellType": "sky130_fd_sc_hd__dfrtp_1",
        "post_synth.cell_area_avg_um2": 9.97,
        "ff_latch_count_synth": 25,
        "most_area_consuming_cells_after_synthesis": "sky130_fd_sc_hd__dfrtp_1 49%, sky130_fd_sc_hd__xor2_1 7.6%, sky130_fd_sc_hd__nand4_1 5.4%",
        "synth_cell_type_count": 29,
        "yosys_stat_chip_area_mm2": 0.00127,
        "ys_cells": 127,
        "synth_cells": 127,
        "top_cell_area_share_pct": 49.4,
    },
    "cells_and_area": {
        "final_core_util_pct": 22.2,
        "final.fill_count": 701,
        "final_layout_size_suffix_gt1_share_pct": 8.33,
        "area_delta_synth_final_pct": 13.0,
        "mi_logic_area_um2": 613,
        "design_area_mm2": 0.00143,
        "sequential_cell_area_um2": 626,
    },
    "run": {
        "log.warning_count": 25,
        "total_of_max_cap_violations": 0,
    },
    "placement": {
        "dp.final_hpwl_um": 1640,
        "placement.cell_area_mm2": 0.00139,
        "globalplace.congestion": 0.820,
        "placement.io_buffers": 2,
    },
    "grt": {
        "tot_gr_track_use_pct": 4.96,
        "via_count_of_the_first_global_routing_pass": 903,
        "number_of_antenna_violations_at_the_first_check_in_global_routing": 0,
        "largest_net_degree_at_the_start_of_global_routing": 26,
        "overflow": 0,
        "grt_first_pass_wirelength_um": 4330,
    },
}
==> final cells by class <==
cell class,count,area share (%)
Clock buffer,3,2.88
Clock inverter,1,0.350
Inverter,4,1.05
Multi-Input combinational cell,95,42.8
Sequential cell,25,43.7
Tap cell,77,6.73
Timing Repair Buffer,4,2.45
==> routing by layer <==
layer / track usage (%) / vias up / wire, um
met3: 1.23 / 2 / 78
met4: 0.325 / 0 / 19
met2: 7.11 / 8 / 1010
met5: 0 / - / 0
met1: 7.68 / 433 / 1240
li1: - / 469 / -
==> logic make-up (layout without fill, tap and decap cells) <==
logic type / Yosys count / count (layout) / share of synthesized area, %
simple gates: 66 / 66 / 29.7
flops: 25 / 25 / 49.4
xor+xnor: 17 / 17 / 11.8
compound gates: 8 / 8 / 3.46
buf+inv: 7 / 12 / 2.17
mux: 3 / 3 / 2.47
fa+ha+maj: 1 / 1 / 0.988
==> power groups by stage <==
stage | sequential, W | combinational, W | clock (W)
final | 0.000177 | 0.00000460 | 0.000104
after global routing | 0.000177 | 0.00000546 | 0.000114
after CTS | 0.000177 | 0.00000508 | 0.000109
==> cell usage after synthesis, drive strengths merged <==
| master | number |
|---|---|
| nand2 | 8 |
| nor2 | 13 |
| xnor2 | 6 |
| o21ai | 3 |
| mux2 | 1 |
| o31ai | 1 |
| or2 | 1 |
| or3 | 2 |
| and2 | 3 |
| nor4 | 3 |
| inv | 4 |
| xor2 | 11 |
| and4 | 5 |
| nand4 | 12 |
| buf | 1 |
| nor3 | 6 |
| mux2i | 2 |
| a21oi | 3 |
| ha | 1 |
| nor2b | 1 |
| or4 | 2 |
| nor4bb | 1 |
| a31oi | 1 |
| dfrtp | 25 |
| clkbuf | 2 |
| nand3 | 9 |
==> flip-flops by register name (all words and copies together) (netlist names) <==
register,flops
clk1hz,1
counter,24
==> worst max-delay path by stage <==
stage	cells past startpoint	to	slack, ns
4_1_cts	1	clk1hz	3.43
5_1_grt	1	clk1hz	3.39
6_report	1	clk1hz	3.46
==> stage by stage <==
step                      hold WS [ns]  instances  setup WS (ns)  total power (W)
final                            0.474        209           3.46         0.000286
after global placement           0.459        205           3.74         0.000186
after floorplan                  0.420        127           4.00         0.000183
after detailed placement         0.460        205           3.75         0.000186
after CTS                        0.479        209           3.43         0.000291
after global routing             0.501        209           3.39         0.000297
==> cells in the final DEF, fill, tap and decap left out, types with 4 or more instances in the layout <==
master	instances
sky130_fd_sc_hd__nand2_1	8
sky130_fd_sc_hd__nand4_1	11
sky130_fd_sc_hd__nor2_1	13
sky130_fd_sc_hd__inv_1	4
sky130_fd_sc_hd__xor2_1	11
sky130_fd_sc_hd__nand3_1	9
sky130_fd_sc_hd__xnor2_1	6
sky130_fd_sc_hd__and4_1	5
sky130_fd_sc_hd__nor3_1	6
sky130_fd_sc_hd__dfrtp_1	25
Power figures rest on the tool's default switching activity, not on a simulated workload.
